`design.v`:
```
module adder_subtractor (AddSub, A, B, Result);
	input AddSub;
	input [8:0] A, B;
	output reg [8:0] Result;
	always @ (AddSub, A, B)
	if (AddSub)
		Result <= A - B;
	else
		Result <= A + B;
endmodule
module dec3to8 (W, En, Y);
	input [2:0] W;
	input En;
	output [0:7] Y;
	reg [0:7] Y;
	always @ (W or En)
	begin
		if (En)
			case (W)
				3'b000	: Y = 8'b1000_0000;
				3'b001 	: Y = 8'b0100_0000;
				3'b010 	: Y = 8'b0010_0000;
				3'b011 	: Y = 8'b0001_0000;
				3'b100  : Y = 8'b0000_1000;
				3'b101  : Y = 8'b0000_0100;
				3'b110  : Y = 8'b0000_0010;
				3'b111  : Y = 8'b0000_0001;
			endcase
		else
			Y = 8'b0000_0000;
	end 
endmodule
module proc(Clock, Resetn, Run, DIN, Done, BusWires);
	input Clock, Resetn, Run;
	input [8:0] DIN;
	output Done;
	output [8:0] BusWires;
	parameter T0 = 4'b0000, T1 = 4'b0011, T2 = 4'b0101, T3 = 4'b1001;
	reg [0:7] Rin, Rout;
	reg Ain, IRin, AddSub, Gin, Gout, DINout;
	reg [3:0] Tstep_Q, Tstep_D;
	reg Done;
	reg [8:0] BusWires;
	wire [1:9] IR;
	wire [0:7] Xreg, Yreg;
	wire [2:0] I;
	wire [2:0] X, Y;
	wire [8:0] R7, R6, R5, R4, R3, R2, R1, R0, A, G, AddSub_result;
	wire [9:0] Sel;
	assign I = IR[1:3];
	assign X = IR[4:6];
	assign Y = IR[7:9];
	dec3to8 decX (IR[4:6], 1'b1, Xreg);
	dec3to8 decY (IR[7:9], 1'b1, Yreg);
	always @ (Tstep_Q, Run, Done)
	begin
		case (Tstep_Q)
			T0:	if (!Run) 	Tstep_D = T0;
				else		Tstep_D = T1;
			T1: if (Done) 	Tstep_D = T0;
				else		Tstep_D = T2;
			T2: 			Tstep_D = T3;
			T3:				Tstep_D = T0;
			default:		Tstep_D = 4'bxxxx;
		endcase
	end 
	always @ (Tstep_Q or I or Xreg or Yreg)
	begin
		IRin = 1'b0;
		Rin = 1'b0;
		Rout = 1'b0;
		DINout = 1'b0;
		AddSub = 1'b0;
		Ain = 1'b0;
		Gin = 1'b0;
		Gout = 1'b0;
		Done = 1'b0;
		case (Tstep_Q)
			T0:  
			begin
				IRin = 1'b1;
			end
			T1:  
				case (I)
					3'b000: begin
								Rin = Xreg;
								Rout = Yreg;
								Done = 1'b1;
							end 
					3'b001: begin
								DINout = 1'b1;
								Rin = Xreg;
								Done = 1'b1;
							end
					3'b010: begin
								Ain = 1'b1;
								Rout = Xreg;
							end 
					3'b011: begin
								Rout = Xreg;
								Ain = 1'b1;
							end
				endcase
			T2:  
				case (I)
					3'b010: begin
								Rout = Yreg;
								Gin = 1'b1;
							end 
					3'b011: begin
								Rout = Yreg;
								Gin = 1'b1;
								AddSub = 1'b1;
							end 
				endcase
			T3:  
				case (I)
					3'b010: begin
								Gout = 1'b1;
								Rin = Xreg;
								Done = 1'b1;
							end
					3'b011: begin
								Gout = 1'b1;
								Rin = Xreg;
								Done = 1'b1;
							end
				endcase 
		endcase 
	end
	always @ (posedge Clock, posedge Resetn)
		if (Resetn)
			Tstep_Q <= T0;
		else
			Tstep_Q <= Tstep_D;
	regn reg_0 (BusWires, Rin[0], Clock, R0);
	regn reg_1 (BusWires, Rin[1], Clock, R1);
	regn reg_2 (BusWires, Rin[2], Clock, R2);
	regn reg_3 (BusWires, Rin[3], Clock, R3);
	regn reg_4 (BusWires, Rin[4], Clock, R4);
	regn reg_5 (BusWires, Rin[5], Clock, R5);
	regn reg_6 (BusWires, Rin[6], Clock, R6);
	regn reg_7 (BusWires, Rin[7], Clock, R7);
	regn reg_IR (DIN, IRin, Clock, IR);
	regn reg_A (BusWires, Ain, Clock, A);
	regn reg_G (AddSub_result, Gin, Clock, G);
	adder_subtractor addsub (AddSub, A, BusWires, AddSub_result);
	assign Sel = {Rout, Gout, DINout};
	always @ (*)
		case (Sel)
			10'b10_0000_0000 : BusWires = R0;
			10'b01_0000_0000 : BusWires = R1;
			10'b00_1000_0000 : BusWires = R2;
			10'b00_0100_0000 : BusWires = R3;
			10'b00_0010_0000 : BusWires = R4;
			10'b00_0001_0000 : BusWires = R5;
			10'b00_0000_1000 : BusWires = R6;
			10'b00_0000_0100 : BusWires = R7;
			10'b00_0000_0010 : BusWires = G;
			10'b00_0000_0001 : BusWires = DIN; 
		endcase
endmodule
module regn (R, Rin, Clock, Q);
	parameter n = 9;
	input [n-1:0] R;
	input Rin, Clock;
	output [n-1:0] Q;
	reg [n-1:0] Q;
	always @ (posedge Clock)
		if (Rin)
			Q <= R;
endmodule
```
`run.sh`:
```
#!/bin/bash
# OpenROAD 26Q1-2900-gdf79404cd8, Yosys 0.63+post, stock flow scripts
make -C /OpenROAD-flow-scripts/flow DESIGN_CONFIG=/design/flow/config.mk WORK_HOME=/design/flow/orfs finish
```
`config.mk`:
```
export PLATFORM = sky130hd
export DESIGN_NAME = proc
export DESIGN_NICKNAME = proc
export VERILOG_FILES = /design/flow/design.v
export SDC_FILE = /design/flow/constraint.sdc
export NUM_CORES = 4
export LEC_CHECK = 1
export CORE_UTILIZATION = 30
```
`constraint.sdc`:
```
current_design proc

set clk_period 8.0
set clk_io_pct 0.2

create_clock -name clk0 -period $clk_period [get_ports {Clock}]

set non_clock_inputs [all_inputs -no_clocks]
set_input_delay [expr $clk_period * $clk_io_pct] -clock clk0 $non_clock_inputs
set_output_delay [expr $clk_period * $clk_io_pct] -clock clk0 [all_outputs]
```
==> Slide: Implementation Results <==
Run Summary

Outcome
  • Result of the run: finished clean

STA
  • Post-route clock period utilization: 46.3%
  • Number of unconstrained endpoints: ~99
  • Worst-margin pin slew: approximately 0.79 ns
  • Final-report setup violation count: 0
  • Final max-slew violation count: 0
  • Top achievable clock speed: ~270 MHz
  • Post-Route Skew: around 0.0048 ns
  • Tightest slew margin relative to the limit: 47.1%
  • Worst Setup Slack, final: approximately 4.3 ns
  • Number of register pins that no clock reaches: 9
  • Unrepaired setup endpoints after global routing: no
  • Number of endpoints with negative hold slack in the final report: 0
  • Clock period minus final worst setup slack: around 3.7 ns
  • Setup TNS Final: 0 ns

Detailed routing
  • Post-detailed-route via-to-cell ratio: 5.21
  • Via count of the routed design: ~3600
  • Wire length per cell after detailed routing: ~18 um
  • Antenna cells: 0
  • Violation count after the first detailed-routing iteration: between 300 and 400
  • # DRC: 0
  • Final ANT Viol Nets: 0
  • DR pass1 iterations: 7
  • Total length of routed wires: roughly 13000 um

Layout
  • Synthesis-to-layout area growth: 18.2%
  • Filler cell count: 1638
  • Post-route cell area: 6680 sq um
  • Post-Route Utilization: 36.7%
  • FF+latch area: between 3000 and 4000 sq um
  • Non-filler instance count after layout: a little under 700
  • Ratio of cells with drive above 1 in the final layout: between 10% and 20%
  • Combinational Area: about 1900 sq um

Floorplanning
  • Number of cell rows: 49
  • I/O pin cnt: 22
  • Die W: ~140 um
  • Die footprint: about 19000 sq um
  • Initial core utilization: between 30 and 40%
  • Placeable core region: between 15000 and 20000 sq um
  • Chip Height: around 140 um

Global routing
  • First-pass GRT wire length: ~20000 um
  • Pin count of the biggest net entering global routing: 32
  • Global route overflow: 0
  • Global-route total usage across every layer: roughly 14%
  • Vias in the first global route: ~3700
  • Antenna violations before repair: 0

Clocking
  • Number of buffers created by CTS: 17
  • Root buffer cell: clkbuf_16
  • Number of levels the H-tree was split into: 4
  • Number of gates given a new drive strength after cts: 0
  • Clock transition at the registers of the reported paths: ~0.05 ns
  • Setup repair bufs after CTS: 0
  • Buffer depth of the longest clock path: 2
  • Skew-Pair Late Insertion Delay: roughly 0.42 ns
  • Hold bufs inserted after CTS: 0
  • Clock tree from TritonCTS: built

Pwr
  • Leakage: 2.11 nW
  • Power per cell area: between 200 and 250 nW/um^2
  • Peak supply drop: ~0.00012 V

Critical path
  • Classification of the worst setup path: reg -> out
  • Delay contributed by the slowest stage of the critical path: 0.59 ns
  • Setup crit end kind: primary output
  • Cells along the critical path: mux2i_1, nor2_1, clkdlybuf4s50_1
  • Critical path's slowest cell: dfrtp_1
  • Data required time of the worst path: 6.40 ns
  • Family of cells with the greatest summed delay on the critical path: flip-flops
  • Arrival time of the worst setup path: between 2 and 2.5 ns
  • Critical Path Fanout Max: 14
  • Buffering stage count on the worst path with inverters included: 1
  • Startpoint class of the critical path: register

Synth
  • Post-synth ARST share: under 10%
  • Cells in synth_stat.txt: 415
  • Largest cells by area: edfxtp_1 53%, dfxtp_1 5.7%, a22o_1 2.8%
  • Top cells by count, synth: 99 x edfxtp_1, 29 x nor2_1, 22 x inv_1, 18 x a22o_1, 18 x nand2_1
  • Distinct lib cells used: 69
  • Top cell type's share of synthesized area: 52.6%
  • Yosys Warn Count: 4
  • Most frequently used cell type in the post-synthesis netlist: edfxtp_1
  • Instance tally after logic synthesis: 415
  • Yosys Chip Area: about 5700 sq um
  • Synth flops: between 100 and 150
  • Post-synth tally of flip-flops with integrated enable: roughly 99
  • Synthesized area: roughly 5700 sq um
  • Cell taking the most area after synthesis: edfxtp_1
  • Ys flop type: edfxtp_1
  • Average cell area after synthesis: about 14 sq um

Job
  • Tally of OpenROAD warnings: 25
  • MaxCap Viol Count: 0

Place
  • HPWL after detailed placement: between 8000 and 9000 um
  • Routability Congestion: roughly 0.88
  • Instance area after placement: ~6000 sq um
  • Count of port buffers added during placement: 21
  • DP Worst Slack: around 4.7 ns
  • Number of cells in the design after placement: 652

Min path
  • Type of the worst min-delay path: reg -> reg
per-stage QoR:
stage	total power [mW]	hold slack (ns)
after floorplan	0.677	0.369
after global placement	0.686	0.536
after detailed placement	0.686	0.550
after CTS	1.48	0.564
after global routing	1.51	0.596
final	1.47	0.560
power by group:
group | internal [mW] | total [mW] | switching, mW
combinational | 0.00516 | 0.0106 | 0.00539
sequential | 0.663 | 0.663 | 0
clock | 0.524 | 0.800 | 0.275
final timing paths:
check / from / end / slack, ns / cells past startpoint
max reg2reg: reg_IR.Q[8]$_DFFE_PP_ / reg_G.Q[7]$_DFFE_PP_ / 4.84 / 11
max: Tstep_Q[3]$_DFF_PP0_ / Done / 4.29 / 3
min in group asynchronous: Resetn / Tstep_Q[3]$_DFF_PP0_ / 1.37 / 2
min reg2reg: Tstep_Q[1]$_DFF_PP0_ / Tstep_Q[0]$_DFF_PP1_ / 0.56 / 1
max in group asynchronous: Resetn / Tstep_Q[0]$_DFF_PP1_ / 6.41 / 2
min: Tstep_Q[1]$_DFF_PP0_ / Tstep_Q[0]$_DFF_PP1_ / 0.56 / 1
cell families (layout without fill, tap and decap cells):
family | count (synthesis) | count (layout) | synth area share (%)
and+or+nand+nor | 110 | 110 | 11.6
AOI/OAI and AO/OA | 104 | 104 | 15.2
muxes | 12 | 12 | 2.70
buffers and inverters | 36 | 76 | 3.32
latches | 9 | 9 | 2.39
DFF | 119 | 119 | 60.1
adders and majority gates | 10 | 10 | 2.35
xor gates and xnor gates | 15 | 15 | 2.32
layout make-up:
type,instances,area share [%]
clock buffer,19,6.48
multi-input combinational,251,28.9
sequential,128,52.8
inverter,22,1.24
tap,229,4.29
timing repair buffer,22,3.26
clock inverter,13,2.94
routing by layer:
layer	GRT usage (%)	routed length, um	vias to the layer above
met5	0	0	-
met4	3.57	316	0
met3	5.68	920	21
met2	20.9	5790	120
met1	19.7	5480	1743
li1	-	-	1682
flip-flops by register name (all words and copies together), names as in the netlist:
signal	cells
BusWires	9
Tstep_Q	4
Xreg	8
Yreg	8
reg_0.Q	9
reg_1.Q	9
reg_2.Q	9
reg_3.Q	9
reg_4.Q	9
reg_5.Q	9
reg_6.Q	9
reg_7.Q	9
reg_A.Q	9
reg_G.Q	9
reg_IR.Q	9
placed cells by master, fill, tap and decap left out, types with 4 or more instances in the layout:
master and instances:
inv_1 22, bufinv_16 4, dfxtp_1 16, clkbuf_16 17, nand2_1 18, o21ai_0 7
a21oi_1 10, a22oi_1 14, nand3_1 8, ha_1 9, xor2_1 5, and2_1 13
nor4_1 8, xnor2_1 10, edfxtp_1 99, mux2_4 6, a221oi_1 6, a22o_1 18
nor3_1 6, nand3b_1 4, dlxtn_1 9, clkdlybuf4s50_1 21, a222oi_1 9, nor2_1 29
clkinv_4 5, a21o_1 5, mux2i_1 4, nand2b_1 4
Power figures rest on the tool's default switching activity, not on a simulated workload.
