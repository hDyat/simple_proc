==> flow/run.sh <==
#!/bin/bash
# OpenROAD 26Q1-2900-gdf79404cd8, Yosys 0.63+post, stock flow scripts
make -C /OpenROAD-flow-scripts/flow DESIGN_CONFIG=/design/flow/config.mk WORK_HOME=/design/flow/orfs finish
==> flow/config.mk <==
export PLATFORM = sky130hd
export DESIGN_NAME = counter
export DESIGN_NICKNAME = counter
export VERILOG_FILES = /design/flow/design.v
export SDC_FILE = /design/flow/constraint.sdc
export NUM_CORES = 4
export LEC_CHECK = 1
export CORE_AREA = 10 10 70 70
export DIE_AREA = 0 0 80 80
==> flow/constraint.sdc <==
current_design counter

set clk_period 1.0
set clk_io_pct 0.2

create_clock -name clk0 -period $clk_period [get_ports {Clock}]

set non_clock_inputs [all_inputs -no_clocks]
set_input_delay [expr $clk_period * $clk_io_pct] -clock clk0 $non_clock_inputs
set_output_delay [expr $clk_period * $clk_io_pct] -clock clk0 [all_outputs]
==> flow/design.v <==
module counter (Clock, Reset, Q);
	input Clock, Reset;
	output reg [4:0] Q;
	always @ (posedge Clock, posedge Reset)
		if (Reset)
			Q <= 0;
		else
			Q <= Q + 1;
endmodule
==> Changelog: implementation <==
### Implementation results

* Status: finished clean
* Layout cells sized above 1 at roughly three fifths
* Fmax at 1.04 GHz
* Top flop regs: Q: 5 flops
* Dpl hpwl at between 300 and 400 um
* Largest net degree at the start of global routing at 6
* RSZ-0062 raised after global routing: true
* Cell Area, Placed at 337 sq um
* Slew Limit Headroom at between 80 and 90%
* Commonest Layout Cell: buf_4
* CTS Buffer Depth at 2
* # DRC at 0
* Grt ovf at 0
* Post-route setup slack at 35.2 ps
* Row cnt at 21
* Post-route cell area at 378 sq um
* Tightest Hold Check Type: input port to async pin
* Reg clk slew, reported paths at 50 ps
* WS Path Type: register to register
* Largest register FFs at 5
* WP data required at about 1100 ps
* Core Density at Floorplan at 5.31%
* Tmin final at 965 ps
* Final ANT Viol Nets at 0
* Via density at ~2.1
* Final hold vios at 0
* Clock Skew at around 2.7 ps
* GRT Util Overall at 1.93%
* Initial antenna violation count at 0
* WL per Instance at 6.84 um
* Avg Cell Area, Syn at about 14 sq um
* Iter 0 DRT Violations at 6
* Number of global-route vias before repair at 182
* Cell Pwr Density at between 1000 and 1500 nW/um^2
* IO Port Bufs at 6
* Die X-Extent at about 80 um
* Post-synth cell types at 6
* Finish-stage setup viols at 0
* Die Span Y at 80 um
* Yosys stat chip area at 181 sq um
* Critical path peak fanout at 3
* ANT cells at 0
* Drt total wl at 520 um
* Yosys reg bits at 5
* CP Launch Type: register
* Die Footprint at about 6400 sq um
* Cell total in the yosys stat output at 13
* IO Pins at 7
* H-tree depth at 1
* Most numerous logic cells after layout: 7 x buf_4, 5 x dfrtp_1, 3 x clkbuf_4, 3 x buf_2
* CTS root buf: clkbuf_4
* Synthesis Warnings at 1
* Core area at 3420 sq um
* Pre-CTS setup slack at -33.3 ps
* Cycle use final at about 96%
* Fillers at 404
* Post-route non-filler standard cell count at 76
* Syn Std Cell Area at 181 sq um
* Post-Place Cells at 70
* Slew @ Worst Pin at approximately 190 ps
* Worst Path Arrival at ~1100 ps
* 1st-pass router iterations at 2
* Max-Cap Viols at 0
* Max-slew violations at 0
* Register with the most flip-flops: Q
* Seq/Total Area, Yosys at between 60% and 70%
* Num CTS Buffers at 3
* LEAKAGE at around 0.18 nW
* Peak VDD IR at 0.239 mV
* P&R area growth vs syn at 108%
* First-pass GRT wire length at ~880 um
* TritonCTS clock tree: done
* Post-Synthesis Cells at 13
* Tally of OpenROAD warnings at 27
* Worst-Skew Late Latency at 240 ps
* CP Capture Type: register
* Vias at roughly 160
* Setup TNS at 0 ps
* CTS sink cnt at 5
* GP Congestion at about 0.66
## cells by family after synthesis
logic type | share of synthesized area, %
xor gates and xnor gates | 14.5
DFF | 69.0
adders and majority gates | 6.90
and+or+nand+nor | 5.52
buffers and inverters | 4.14
## power by group
group	internal [mW]	total (mW)	switching [mW]	leakage, nW
sequential	0.203	0.203	0	0.0653
combinational	0.00368	0.00792	0.00424	0.0982
clock	0.151	0.240	0.0889	0.0150
total	0.358	0.451	0.0931	0.179
## per-layer routing
metal	share of wire [%]	GRT usage (%)	up-vias	wire length, um
met5	0	0	-	0
met4	0	0.528	0	0
met3	35	3.52	0	182
met2	30	1.85	10	155
met1	35	1.74	75	182
li1	-	-	74	-
## synthesized netlist by cell type, drive strengths merged
cell type  number  area share (%)
dfrtp           5              69
inv             2             4.1
nand3           2             5.5
xnor2           2             9.7
ha              1             6.9
xor2            1             4.8
## repair_timing
action                     in CTS  in global routing
gates resized                  16                  4
buffers inserted                1                  1
setup endpoints to repair       6                  4
hold buffers                    0                  0
## critical path: stages, from the launching register on
cell and delay (ps):
dfrtp_1 340, buf_4 130, ha_4 140, nand3_2 90
xnor2_2 140
## path summary, 6_finish.rpt
check                       from   end  slack, ps  depth (start not counted)
setup / recovery            Q[0]  Q[4]         40                          4
hold / removal             Reset  Q[3]        160                          2
setup reg to reg            Q[0]  Q[4]         40                          4
hold reg to reg             Q[0]  Q[0]        550                          2
max in group asynchronous  Reset  Q[4]        670                          2
min in group clk0           Q[0]  Q[0]        550                          2
## cell type report
| cell class | instances | area, sq um | area share, % |
|---|---|---|---|
| tap | 46 | 57.6 | 15.2 |
| sequential | 5 | 125 | 33.1 |
| multi-input combinational | 6 | 73.8 | 19.5 |
| inverter | 2 | 7.51 | 1.99 |
| timing repair buffer | 13 | 87.6 | 23.2 |
| clock buffer | 4 | 26.3 | 6.95 |
## per-stage QoR
step	util [%]	power (mW)	hold WS [ps]
final	11.1	0.451	165
after global routing	11.1	0.480	180
after detailed placement	9.85	0.214	424
after global placement	9.85	0.214	412
after floorplan	-	0.209	-21.5
after CTS	10.6	0.458	164
Power and IR drop assume default switching activity.
